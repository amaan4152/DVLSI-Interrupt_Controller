--- ./config.mk ---
export PLATFORM = sky130hd
export DESIGN_NAME = INTR_CTRL
export DESIGN_NICKNAME = INTR_CTRL
export VERILOG_FILES = /design/flow/design.v
export SDC_FILE = /design/flow/constraint.sdc
export NUM_CORES = 4
export LEC_CHECK = 1
export CORE_UTILIZATION = 50
--- ./constraint.sdc ---
current_design INTR_CTRL

set clk_period 4.1
set clk_io_pct 0.2

create_clock -name clk0 -period $clk_period [get_ports {clk}]

set non_clock_inputs [all_inputs -no_clocks]
set_input_delay [expr $clk_period * $clk_io_pct] -clock clk0 $non_clock_inputs
set_output_delay [expr $clk_period * $clk_io_pct] -clock clk0 [all_outputs]
--- ./design.v ---
module INTR_CTRL (
        input   wire            clk,        
        input   wire            rst_in,    
        input   wire    [7:0]   intr_rq,
        inout   wire    [7:0]   intr_bus,
        input   wire            intr_in,
        output  wire            intr_out,
        output  wire            bus_oe
    );
    localparam  [3:0]   RESET                 = 4'b0000,   
                        GET_MODE              = 4'b0001,   
                        SET_MODE              = 4'b0010,   
                        INIT_NORMAL           = 4'b0011,   
                        NORMAL_ASSERT_INTR    = 4'b0100,   
                        NORMAL_ACK_INTR       = 4'b0101,   
                        DONE_NORMAL           = 4'b0110,   
                        INIT_PRIORITY         = 4'b0111,   
                        PRIORITY_ASSERT_INTR  = 4'b1000,   
                        PRIORITY_ACK_INTR     = 4'b1001,   
                        DONE_PRIORITY         = 4'b1010;   
    reg     [3:0]   state_reg, state_next;          
    reg     [1:0]   mode_reg, mode_next;      
    reg     [1:0]   priority_cycle_reg, priority_cycle_next;   
    reg     [2:0]   id_reg, id_next;                
    reg     [2:0]   intrPtr_reg, intrPtr_next;     
    reg     [2:0]   prior_tbl_next [0:7]; 
    reg     [2:0]   prior_tbl_reg [0:7];
    reg             oe_reg, oe_next;                 
    reg     [7:0]   intrBus_reg, intrBus_next; 
    reg             intrOut_reg, intrOut_next; 
    integer         i;
    always @ (posedge clk or posedge rst_in) begin
        if (rst_in) begin
            state_reg           <=  RESET;
            mode_reg            <=  2'b00;
            priority_cycle_reg  <=  2'b00;
            oe_reg              <=  1'b0;
            intrBus_reg         <=  8'bz;
            intrOut_reg         <=  1'b0;
            id_reg              <=  3'b000;
            intrPtr_reg         <=  3'b000;
            for (i = 0; i < 8; i = i + 1) begin
                prior_tbl_reg[i]  <=  3'b000;
            end
        end
        else begin
            state_reg           <=  state_next;
            mode_reg         <=  mode_next;
            priority_cycle_reg        <=  priority_cycle_next;
            intrBus_reg         <=  intrBus_next;
            intrOut_reg         <=  intrOut_next;
            oe_reg              <=  oe_next;
            id_reg       <=  id_next;
            intrPtr_reg         <=  intrPtr_next;
            for (i = 0; i < 8; i = i + 1) begin
                prior_tbl_reg[i]  <=  prior_tbl_next[i];
            end
        end
    end
    always @(*) begin
        state_next          =   state_reg;
        mode_next           =   mode_reg;
        priority_cycle_next =   priority_cycle_reg;
        oe_next             =   oe_reg;
        intrOut_next        =   intrOut_reg;
        intrBus_next        =   intrBus_reg;
        id_next      =   id_reg;
        intrPtr_next        =   intrPtr_reg;
        for (i = 0; i < 8; i = i + 1) begin
            prior_tbl_next[i] =   prior_tbl_reg[i];
        end
        case (state_reg)
            RESET: begin
                mode_next        =   2'b00;
                priority_cycle_next       =   2'b00;
                id_next      =   3'b000;
                intrPtr_next        =   3'b000;
                for (i = 0; i < 8; i = i + 1) begin
                    prior_tbl_next[i] =   3'b000;
                end
                oe_next             =   1'b0; 
                state_next  =   GET_MODE;           
            end
            GET_MODE: begin 
                oe_next =   1'b0;
                case (intr_bus[1:0])
                    2'b01: begin                                                 
                        mode_next    =   2'b01;                              
                        state_next      =   SET_MODE;                    
                    end
                    2'b10: begin                                                 
                        case (priority_cycle_reg)
                            2'b00: begin
                                prior_tbl_next[0] =   intr_bus[7:5];          
                                prior_tbl_next[1] =   intr_bus[4:2];          
                                state_next          =   GET_MODE;
                                priority_cycle_next       =   priority_cycle_reg + 1'b1;
                            end
                            2'b01: begin
                                prior_tbl_next[2] =   intr_bus[7:5];          
                                prior_tbl_next[3] =   intr_bus[4:2];          
                                state_next          =   GET_MODE;
                                priority_cycle_next       =   priority_cycle_reg + 1'b1;
                            end
                            2'b10: begin
                                prior_tbl_next[4] =   intr_bus[7:5];          
                                prior_tbl_next[5] =   intr_bus[4:2];          
                                state_next          =   GET_MODE;
                                priority_cycle_next       =   priority_cycle_reg + 1'b1;
                            end
                            2'b11: begin
                                prior_tbl_next[6] =   intr_bus[7:5];          
                                prior_tbl_next[7] =   intr_bus[4:2];          
                                state_next          =   SET_MODE;        
                                priority_cycle_next       =   priority_cycle_reg + 1'b1;
                                mode_next        =   2'b10;                
                            end
                            default: begin
                                state_next      =   GET_MODE;
                                priority_cycle_next   =   2'b00;
                                mode_next    =   2'b00;                      
                            end
                        endcase
                    end
                    default: begin                                               
                        state_next  =   GET_MODE;
                    end
                endcase
            end
            SET_MODE: begin
                id_next  =   3'b000;
                intrPtr_next    =   3'b000;
                case (mode_reg)
                    2'b01:   state_next  =   INIT_NORMAL;
                    2'b10:   state_next  =   INIT_PRIORITY;
                    default: state_next  =   RESET;
                endcase
                oe_next         =   1'b0;
            end
            INIT_NORMAL: begin
                if (intr_rq[id_reg]) begin
                    intrOut_next    =   1'b1;
                    state_next      =   NORMAL_ASSERT_INTR;
                end
                else begin                                  
                    intrOut_next    =   1'b0;            
                    id_next  =   id_reg + 1;
                end
                oe_next         =   1'b0;                   
            end
            NORMAL_ASSERT_INTR: begin 
                if (~intr_in) begin                                
                    intrOut_next    =   1'b0;                       
                    intrBus_next    =   {5'b01011, id_reg}; 
                    oe_next         =   1'b1;                      
                    state_next      =   NORMAL_ACK_INTR;    
                end                                               
                else
                    state_next      =   NORMAL_ASSERT_INTR;
            end
            NORMAL_ACK_INTR: begin
                if (~intr_in) begin                                 
                    oe_next         =   1'b0;                     
                    state_next      =   DONE_NORMAL;        
                end                                                
            end
            DONE_NORMAL: begin
                if ((~intr_in) && (intr_bus[7:3] == 5'b10100) && (intr_bus[2:0] == id_reg))
                    state_next  =   INIT_NORMAL;
                else if ((~intr_in) && (intr_bus[7:3] != 5'b10100) && (intr_bus[2:0] != id_reg))
                    state_next  =   RESET;
                else
                    state_next  =   DONE_NORMAL;
            end
            INIT_PRIORITY: begin
                if (intr_rq[prior_tbl_reg[0]]) begin              
                    intrPtr_next    =   prior_tbl_reg[0];      
                    intrOut_next    =   1'b1;
                    state_next      =   PRIORITY_ASSERT_INTR;
                end
                else if (intr_rq[prior_tbl_reg[1]]) begin
                    intrPtr_next    =   prior_tbl_reg[1];
                    intrOut_next    =   1'b1;
                    state_next      =   PRIORITY_ASSERT_INTR;
                end
                else if (intr_rq[prior_tbl_reg[2]]) begin
                    intrPtr_next    =   prior_tbl_reg[2];
                    intrOut_next    =   1'b1;
                    state_next      =   PRIORITY_ASSERT_INTR;
                end
                else if (intr_rq[prior_tbl_reg[3]]) begin
                    intrPtr_next    =   prior_tbl_reg[3];
                    intrOut_next    =   1'b1;
                    state_next      =   PRIORITY_ASSERT_INTR;
                end
                else if (intr_rq[prior_tbl_reg[4]]) begin
                    intrPtr_next    =   prior_tbl_reg[4];
                    intrOut_next    =   1'b1;
                    state_next      =   PRIORITY_ASSERT_INTR;
                end
                else if (intr_rq[prior_tbl_reg[5]]) begin
                    intrPtr_next    =   prior_tbl_reg[5];
                    intrOut_next    =   1'b1;
                    state_next      =   PRIORITY_ASSERT_INTR;
                end
                else if (intr_rq[prior_tbl_reg[6]]) begin
                    intrPtr_next    =   prior_tbl_reg[6];
                    intrOut_next    =   1'b1;
                    state_next      =   PRIORITY_ASSERT_INTR;
                end
                else if (intr_rq[prior_tbl_reg[7]]) begin
                    intrPtr_next    =   prior_tbl_reg[7];
                    intrOut_next    =   1'b1;
                    state_next      =   PRIORITY_ASSERT_INTR;
                end
                else begin
                    state_next  =   INIT_PRIORITY;                
                end
                oe_next         =   1'b0;
            end
            PRIORITY_ASSERT_INTR: begin 
                if (~intr_in) begin                          
                    intrOut_next    =   1'b0;                       
                    intrBus_next    =   {5'b10011, intrPtr_reg};    
                    oe_next         =   1'b1;                       
                    state_next      =   PRIORITY_ACK_INTR;   
                end                                             
            end
            PRIORITY_ACK_INTR: begin 
                if (~intr_in) begin                                
                    oe_next         =   1'b0;   
                    state_next      =   DONE_PRIORITY;    
                end
            end
            DONE_PRIORITY: begin 
                if ((~intr_in) && (intr_bus[7:3] == 5'b01100) && (intr_bus[2:0] == intrPtr_reg)) begin
                    state_next  =   INIT_PRIORITY;
                end
                else if ((~intr_in) && (intr_bus[7:3] != 5'b01100) && (intr_bus[2:0] != intrPtr_reg)) begin
                    state_next  =   RESET;
                end
                else begin
                    state_next  =   DONE_PRIORITY;
                end
            end
            default: begin
                state_next      =   RESET;
                oe_next         =   1'b0;
            end
        endcase
    end
    assign intr_out =   intrOut_reg;
    assign intr_bus =   (oe_reg) ? intrBus_reg : 8'bzzzzzzzz;
    assign bus_oe   =   oe_reg;
endmodule
--- ./run.sh ---
#!/bin/bash
# OpenROAD 26Q1-2900-gdf79404cd8, Yosys 0.63+post, stock flow scripts
make -C /OpenROAD-flow-scripts/flow DESIGN_CONFIG=/design/flow/config.mk WORK_HOME=/design/flow/orfs finish
==> impl_metrics.ini <==
; yosys + openroad results
[clocking]
htree_num_levels = 2
cts_buffer_depth = 2
numCtsBuffers = 5
ctsResizeCount = 0
root_buffer = clkbuf_8
clkSinkCount = 45
post_cts_buffers = 0
cts_hold_buf = 0

[die]
fp-utilization_pct = 52.32
die_width_microns = 75.57
die_h_microns = 75.57
rows = 26
io_pins = 21

[status]
error = [error] [KeplerFormal.cpp:679] Workflow failed: Iso has multiple drivers: .intr_bus0, intr_bus[0]$_DFFE_PP0P_.Q0
status = aborted with a tool error
stop_stage = clock tree synthesis (4_1_cts)

[yosys]
ys_chip_area_sq_um = 2706
synth_cell_types = 46
syn_area_sq_um = 2706
ys.flop_type = dfrtp_1
syn_inst = 284
yosys_cells = 284
ys_seq_share_pct = 41.66
edf_count = 0
synth_warnings = 5
synthArstFlopShare_pct = 100.0
synth-seq-cells = 45
avgSynthCellArea_sq_um = 9.529

[place]
port_buffers = 12
preCtsSetupSlack_ps = 1118
place_hpwl_microns = 4411
place.gp.congestion = 0.8703
==> cells by family after synthesis <==
family                   Yosys count  share of synthesized area (%)
AND/OR/NAND/NOR                   84                          13.50
AND-OR/OR-AND                     83                          20.48
flip-flops                        45                          41.66
buffers and inverters             32                          5.085
multiplexers                      26                          13.96
adder cells (fa/ha/maj)            7                          3.236
XOR/XNOR                           6                          1.942
other                              1                         0.1386
==> metrics by stage <==
step           power [uW]  cell area (sq um)  instances
3_5_place_dp         1066               2851        353
3_3_place_gp         1067               2851        353
2_1_floorplan       937.6               2706        284
==> cells in the mapped netlist, types with 2 or more instances <==
library cell  instances  area, sq um
nand2_1              52        195.2
dfrtp_1              44         1101
o21ai_0              27        135.1
inv_1                17        63.81
mux2i_1              13        130.1
nor2_1               13        48.80
clkbuf_1              9        33.78
ha_1                  7        87.58
mux4_2                7        157.7
a22o_1                6        52.55
nand2b_1              6        37.54
o22ai_1               6        37.54
xnor2_1               6        52.55
a21o_1                5        37.54
a22oi_1               5        37.54
a211oi_1              4        30.03
a21oi_1               4        20.02
a31oi_1               4        25.02
mux2_2                4        45.04
nor2b_1               4        25.02
nor3_1                4        20.02
a32o_1                3        30.03
o21ai_1               3        15.01
a21boi_0              2        15.01
a221oi_1              2        17.52
buf_2                 2        10.01
buf_4                 2        15.01
mux2i_4               2        45.04
nand3_1               2        10.01
o211ai_1              2        15.01
o31ai_1               2        15.01
Power and IR drop assume default switching activity.
